File: design.v
module fu_alu1_2_1(clk, config_sig, in0, in1, out0);
    parameter size = 32;
    input clk;
    input [size-1:0] in0;
    input [size-1:0] in1;
    output reg [size-1:0] out0;
    input [3:0] config_sig;
    wire [size-1:0] add_sel;
    wire [size-1:0] sub_sel;
    wire [size-1:0] and_sel;
    wire [size-1:0] or_sel;
    wire [size-1:0] xor_sel;
    wire [size-1:0] shl_sel;
    wire [size-1:0] shr_sel;
    assign add_sel = in0 + in1;
    assign sub_sel = in0 - in1;
    assign and_sel = in0 & in1;
    assign or_sel = in0 | in1;
    assign xor_sel = in0 ^ in1;
    assign shl_sel = in0 << in1;
    assign shr_sel = in0 >> in1;
    always @(posedge clk)
        case (config_sig)
            0: out0 = add_sel;
            1: out0 = sub_sel;
            3: out0 = and_sel;
            4: out0 = or_sel;
            5: out0 = xor_sel;
            6: out0 = shl_sel;
            7: out0 = shr_sel;
            8: out0 = in0;
            9: out0 = in1;
            default: out0 = 0;
        endcase
endmodule
File: run.sh
#!/bin/bash
# OpenROAD 26Q1-2900-gdf79404cd8, Yosys 0.63+post, stock flow scripts
make -C /OpenROAD-flow-scripts/flow DESIGN_CONFIG=/design/flow/config.mk WORK_HOME=/design/flow/orfs finish
File: config.mk
export PLATFORM = sky130hd
export DESIGN_NAME = fu_alu1_2_1
export DESIGN_NICKNAME = fu_alu1_2_1
export VERILOG_FILES = /design/flow/design.v
export SDC_FILE = /design/flow/constraint.sdc
export NUM_CORES = 4
export LEC_CHECK = 1
export CORE_UTILIZATION = 40
File: constraint.sdc
current_design fu_alu1_2_1

set clk_period 11.6
set clk_io_pct 0.2

create_clock -name clk0 -period $clk_period [get_ports {clk}]

set non_clock_inputs [all_inputs -no_clocks]
set_input_delay [expr $clk_period * $clk_io_pct] -clock clk0 $non_clock_inputs
set_output_delay [expr $clk_period * $clk_io_pct] -clock clk0 [all_outputs]
==> impl_metrics.yaml <==
# yosys + openroad results
floorplanning:
  num_io_pins: 101
  die-width_um: 151.6
  initCoreUtil_pct: 40.91
  dieArea_um2: 22990
  die_height_um: 151.6
  coreArea_um2: 21890
  rows: 54
pwr:
  peakVddDrop_mv: 0.04770
  power_switching_w: 0.0003099
  p_leak_nw: 4.089
  power_frac_clock_pct: 19.9
  p_per_area_nw_per_um2: 67.96
  combPwrFrac_pct: 61.8
  sw_frac_of_total_pct: 44.61
  pwr-share-seq_pct: 18.3
  p_int_w: 0.0003848
final_timing:
  hold_violations: 0
  slew_headroom_pct: 40.39
  worst_pin_slew_ns: 0.8918
  min_period_ns: 7.608
  slew_violations: 0
  tns_ns: 0
  rsz0062_at_grt: "no"
  setup_violations: 0
  finalCritPeriodShare_pct: 65.58
  fmax_mhz: 131.4
placement:
  hpwl_um: 31690
  dp_cells: 1518
  gp_congestion: 1.026
  place_area_um2: 10070
  numPortBuffers: 100
clocking:
  cts_tree: "built"
  cts-root-buf: "clkbuf_16"
  path_clk_slew_ns: 0.06
  htree_levels: 2
  numCtsBuffers: 5
  clock_sinks: 32
  post_cts_resize_count: 0
  cts_setup_buffers: 0
  clock_path_buffers: 2
  hold_buffers: 0
logic_synthesis:
  netlist.area_leader.share_pct: 13.41
  syn_area_per_cell_um2: 7.376
  netlist_area_um2: 8955
  top_area_cell: "ha_1"
  top_cells_by_area: "ha_1, mux4_2, mux2i_1"
  ys_area_um2: 8955
  synthCells: 1214
  synth_top_flop_cell: "dfxtp_1"
  synthTopCellsByCount: "nor2_1, nand2_1, ha_1, a21oi_1, mux2i_1"
  ys_ff: 32
  edf_count: 0
  ys_seq_share_pct: 7.154
  ys_cells: 1214
  yosysWarnings: 1
  synth_cell_type_count: 74
  top_cell: "nor2_1"
  async_flop_share_pct: 0
detailed_routing:
  drt-met1-wl_um: 18120
  diodes: 0
  finalWirelength_um: 41870
  postRouteAntennaNets: 0
  vias: 10080
  avgViaCountPerCell: 6.606
  dr_wl_met3_um: 3272
  drc_errors: 0
  routed-wl-met2_um: 18810
  wl_per_cell_um: 27.44
  drt-initial-drc-count: 1031
  dr.pass1.iters: 7
  topRoutingLayerUsed: "met4"
setup_path:
  cp-end-kind: "register"
  startpoint_type: "input pin"
  crit_required_ns: 11.78
  cp_max_fo: 48
  critPathKind: "input pin to register"
  worst_ep_arrival_time_ns: 7.79
global_route:
  track_usage_pct: 37.75
  antenna_found_initial: 1
  grt.overflow.total: 0
  grt_max_degree: 56
  grt_pass1_vias: 9172
  grt_pass1_wl_um: 61660
worst_hold_path:
  min_to: "out0[13]"
  hp-class: "input pin to register"
  min_path_cells: 3
  hold_path_startpoint: "in1[13]"
finish:
  drive_above_1_share_pct: 8.909
  area_growth_pct: 14.15
  largest_register_ffs: 32
  final_area_um2: 10220
  final_cells: 1526
outcome:
  status: "finished, final reports clean"
flow_run:
  maxCapViolations: 0
  warning_count: 58
## power by group through the flow
stage / Clock [W] / Combinational, W / Sequential (W)
global route: 0.000144 / 0.000463 / 0.000129
finish: 0.000138 / 0.000429 / 0.000127
CTS: 0.000140 / 0.000420 / 0.000127
## per-stage QoR
| stage | util [%] | total power (W) | hold WS (ns) | worst slack, ns |
|---|---|---|---|---|
| 2_1_floorplan | - | 0.0003863 | 2.464 | 5.227 |
| 3_3_place_gp | 46.02 | 0.0005487 | 2.975 | 3.965 |
| 3_5_place_dp | 46.02 | 0.0005476 | 2.974 | 3.830 |
| 4_1_cts | 46.70 | 0.0006881 | 2.813 | 4.107 |
| 5_1_grt | 46.70 | 0.0007365 | 2.826 | 3.698 |
| 6_report | 46.70 | 0.0006947 | 2.803 | 3.992 |
## worst max-delay path by stage
stage / start / to / slack, ns / cells past startpoint
4_1_cts: in1[4] / out0[28] / 4.11 / 17
5_1_grt: in1[4] / out0[28] / 3.70 / 17
6_report: in1[4] / out0[28] / 3.99 / 17
## kinds of logic after synthesis
logic type	after synthesis	share of synthesized area [%]
flip-flops	32	7.154
XOR/XNOR	50	4.890
AND/OR/NAND/NOR	361	18.83
multiplexers	120	18.42
AND-OR/OR-AND	381	29.13
adder cells (fa/ha/maj)	97	13.64
buffers and inverters	173	7.936
## critical path, stage by stage
cell and delay, ns:
clkdlybuf4s50_1 0.45, buf_4 0.42, clkinv_1 0.73, and4_1 0.45, and2_1 0.19, nand2_1 0.14, nor2_1 0.11, a31oi_1 0.22
xnor2_1 0.09, ha_1 0.38, nand2_1 0.12, or3_1 0.36, a2111oi_1 0.78, o211ai_1 0.29, a21oi_1 0.31, mux2i_1 0.12
a211o_1 0.29
## cells in the final DEF, fill, tap and decap left out, drive strengths merged, types with 12 or more instances in the layout
| cell type | Yosys | final |
|---|---|---|
| o211ai | 23 | 23 |
| nor3 | 27 | 27 |
| buf | 38 | 31 |
| mux4 | 34 | 34 |
| clkdlybuf4s50 | 0 | 96 |
| nor2 | 137 | 137 |
| nand2b | 12 | 12 |
| nand3 | 21 | 21 |
| mux2i | 68 | 68 |
| nand2 | 97 | 97 |
| a31oi | 18 | 18 |
| a221oi | 35 | 35 |
| o21ai | 74 | 74 |
| inv | 66 | 66 |
| dfxtp | 32 | 32 |
| ha | 96 | 96 |
| mux2 | 18 | 18 |
| a21oi | 90 | 90 |
| a211oi | 23 | 23 |
| a22oi | 26 | 26 |
| nor4 | 15 | 15 |
| xnor2 | 42 | 42 |
## layout make-up
| cell class | count | area, µm² |
|---|---|---|
| Clock buffer | 6 | 138.9 |
| Clock inverter | 2 | 10.01 |
| Sequential cell | 32 | 640.6 |
| Fill cell | 2269 | 11670 |
| Multi-Input combinational cell | 1009 | 7631 |
| Inverter | 70 | 262.8 |
| Tap cell | 280 | 350.3 |
| Timing Repair Buffer | 127 | 1189 |
## layer usage
| metal | vias up | global-route usage [%] |
|---|---|---|
| li1 | 4631 | - |
| met1 | 4864 | 54.76 |
| met2 | 490 | 58.01 |
| met3 | 96 | 5.466 |
| met4 | 0 | 12.28 |
| met5 | - | 0 |
Power figures rest on the tool's default switching activity, not on a simulated workload.
