[design.v]
module ALU(clk, config_sig, in0, in1, out0);
    parameter size = 32;
    input clk;
    input [size-1:0] in0;
    input [size-1:0] in1;
    output reg [size-1:0] out0;
    input [3:0] config_sig;
    wire [size-1:0] add_sel;
    wire [size-1:0] sub_sel;
    wire [size-1:0] mul_sel;
    wire [size-1:0] and_sel;
    wire [size-1:0] or_sel;
    wire [size-1:0] xor_sel;
    wire [size-1:0] shl_sel;
    wire [size-1:0] shr_sel;
    assign add_sel = in0 + in1;
    assign sub_sel = in0 - in1;
    assign mul_sel = in0 * in1;
    assign and_sel = in0 & in1;
    assign or_sel = in0 | in1;
    assign xor_sel = in0 ^ in1;
    assign shl_sel = in0 << in1;
    assign shr_sel = in0 >> in1;
    always @(posedge clk)
        case (config_sig)
            0: out0 = add_sel;
            1: out0 = sub_sel;
            2: out0 = mul_sel;
            3: out0 = and_sel;
            4: out0 = or_sel;
            5: out0 = xor_sel;
            6: out0 = shl_sel;
            7: out0 = shr_sel;
            8: out0 = in0;
            9: out0 = in1;
            default: out0 = 0;
        endcase
endmodule
[run.sh]
#!/bin/bash
# OpenROAD 26Q1-2900-gdf79404cd8, Yosys 0.63+post, stock flow scripts
make -C /OpenROAD-flow-scripts/flow DESIGN_CONFIG=/design/flow/config.mk WORK_HOME=/design/flow/orfs finish
[config.mk]
export PLATFORM = sky130hd
export DESIGN_NAME = ALU
export DESIGN_NICKNAME = ALU
export VERILOG_FILES = /design/flow/design.v
export SDC_FILE = /design/flow/constraint.sdc
export NUM_CORES = 4
export LEC_CHECK = 1
export CORE_UTILIZATION = 30
[constraint.sdc]
current_design ALU

set clk_period 21.6
set clk_io_pct 0.2

create_clock -name clk0 -period $clk_period [get_ports {clk}]

set non_clock_inputs [all_inputs -no_clocks]
set_input_delay [expr $clk_period * $clk_io_pct] -clock clk0 $non_clock_inputs
set_output_delay [expr $clk_period * $clk_io_pct] -clock clk0 [all_outputs]
==> results.py <==
# Generated from Yosys and OpenROAD reports
metrics = {
    "placement": {
        "post_dp_cell_area_um2": 25700,
        "gp_congestion": 1.05,
        "dpl_worst_slack_ns": 8.61,
        "portBuffers": 100,
        "dp_hpwl_mm": 77.5,
    },
    "hold_path": {
        "hp-class": "in2reg",
        "min_from": "in1[4]",
    },
    "final_timing": {
        "finalHoldViolCount": 0,
        "finalCriticalPeriod_ns": 12.85,
        "worst_pin_slew_ns": 1.15,
        "drv_slew": 0,
        "slew_headroom": 0.225,
        "finalClockPeriodUsage": 0.595,
        "rsz0062_at_grt": "no",
        "fin_tns_setup_ns": 0,
        "setup_violations": 0,
        "fmax_ghz": 0.0778,
        "setup_slack_ns": 8.75,
    },
    "final_layout": {
        "fin_util": 0.334,
        "stdcell_area_um2": 25900,
        "drive_gt1_frac": 0.0544,
        "syn_to_final_growth_pct": 10.4,
        "largest_reg_flops": 32,
    },
    "job": {
        "warning_count": 58,
        "cap_violations": 0,
    },
    "clocking": {
        "clkSinkCount": 32,
        "cts_tree": "yes",
        "cts_buffers": 5,
        "hold_buffers": 0,
        "cts_resized": 0,
        "htreeDepth": 2,
        "clockBufferDepth": 2,
        "cts.clk_slew.worst_paths_ns": 0.08,
        "ctsRootBufferMaster": "clkbuf_16",
        "cts_setup_buffers": 0,
    },
    "setup_path": {
        "cp_max_fo": 14,
        "startpoint": "in1[6]",
        "crit_type": "in2reg",
        "worstPathRequired_ns": 21.80,
        "startpoint_type": "input port",
        "worstSetupEndpointType": "flip-flop",
        "cp.arrival_ns": 13.06,
    },
    "synth": {
        "synth.distinct_cells": 90,
        "yosysWarnings": 1,
        "seq_area_frac_synth": 0.0274,
        "ff_type": "dfxtp_1",
        "ys_cells": 2945,
        "ys_area_um2": 23400,
        "netlist_instances": 2945,
        "syn_area_um2": 23400,
        "async_flop_share": 0,
        "synth_flops": 32,
        "edf_count": 0,
        "avgSynthCellArea_um2": 7.95,
    },
    "grt": {
        "grt.overflow.total": 0,
        "antenna_found_initial": 7,
        "grt_max_degree": 68,
        "grt_pass1_wl_mm": 152,
        "grt_pass1_vias": 22800,
        "track_usage": 0.275,
    },
    "floorplanning": {
        "fp.dieH_um": 281,
        "io_pins": 101,
        "core_um2": 77300,
        "chipArea_um2": 79200,
        "rows": 102,
        "fp_util": 0.303,
        "die_w_um": 281,
    },
    "drt": {
        "drt-initial-drc-count": 2088,
        "vias": 22100,
        "drc": 0,
        "wire_per_inst_um": 25.5,
        "via_per_inst": 5.52,
        "ant_nets": 0,
        "dr.pass1.iters": 8,
        "routed_wl_mm": 102,
    },
    "status": {
        "status": "complete, no violations",
    },
}
[final timing paths]
check  slack (ns)  depth (start not counted)  endpoint
max          8.75                         26  out0[29]
min          4.46                          2   out0[8]
[cell type report]
class | count | area [µm²]
sequential | 32 | 641
inverter | 454 | 1700
multi-input combinational | 2270 | 20400
fill | 8280 | 51500
antenna | 2 | 5.00
tap | 1040 | 1300
clock buffer | 5 | 125
timing repair buffer | 193 | 1680
clock inverter | 3 | 23.8
[synth_stat cells (6+ instances only)]
library cell / n / area [µm²]
nor3_1: 32 / 160
a221o_1: 10 / 100
clkinv_1: 18 / 67.6
and3_1: 12 / 75.1
nand2b_1: 17 / 106
a222oi_1: 11 / 110
a21oi_1: 124 / 621
o21bai_1: 6 / 45.0
a31oi_1: 12 / 75.1
clkbuf_1: 145 / 544
a221oi_1: 27 / 236
o21a_1: 9 / 67.6
nor2b_1: 14 / 87.6
mux4_2: 8 / 180
o2111ai_1: 13 / 114
a211o_1: 16 / 140
xnor2_1: 113 / 990
inv_1: 432 / 1620
nor2_1: 454 / 1700
fa_1: 409 / 8190
o21ai_0: 90 / 450
o21ai_1: 6 / 30.0
a211oi_1: 39 / 293
mux2i_1: 58 / 581
dfxtp_1: 32 / 641
ha_1: 219 / 2740
buf_1: 34 / 128
nand3_1: 19 / 95.1
and2_1: 7 / 43.8
nor4_1: 11 / 68.8
xor2_1: 22 / 193
a22oi_1: 14 / 105
o211ai_1: 19 / 143
or3_1: 7 / 43.8
o31ai_1: 9 / 67.6
mux2_2: 11 / 124
buf_2: 8 / 40.0
a21o_1: 27 / 203
a21boi_0: 7 / 52.6
nand2_1: 322 / 1210
[logic make-up (layout without fill, tap and decap cells)]
logic type / after synthesis / in the layout / share of synthesized area
compound gates: 501 / 501 / 0.147
xor+xnor: 135 / 135 / 0.0505
fa+ha+maj: 628 / 628 / 0.467
buf+inv: 643 / 655 / 0.104
flops: 32 / 32 / 0.0274
mux: 77 / 77 / 0.0378
other cells: 0 / 2 / 0
simple gates: 929 / 929 / 0.167
[metrics by stage]
stage | hold slack [ns] | std cells
final | 4.46 | 3999
after global routing | 4.45 | 3997
after CTS | 4.47 | 3997
after detailed placement | 4.79 | 3989
after global placement | 4.80 | 3989
after floorplan | 4.55 | 2945
[per-layer routing]
| layer | vias up | GRT usage | routed length (µm) |
|---|---|---|---|
| met4 | 14 | 0.116 | 5810 |
| met2 | 1526 | 0.380 | 41200 |
| met3 | 332 | 0.137 | 15500 |
| met1 | 10700 | 0.369 | 39200 |
| met5 | - | 0.00794 | 168 |
| li1 | 9524 | - | - |
[cell usage in the layout, fill, tap and decap left out, types with 12 or more instances in the layout]
master           count
nor3_1              31
nand2b_1            17
o211ai_1            19
nand2_1            322
a22oi_1             14
a221oi_1            27
nand3_1             19
a211o_1             16
a21oi_1            124
inv_1              430
nor2_1             454
mux2i_1             58
a211oi_1            39
dfxtp_1             32
o21ai_0             90
clkinv_1            17
nor2b_1             14
o2111ai_1           13
a21o_1              27
ha_1               219
a31oi_1             12
xor2_1              22
xnor2_1            113
clkdlybuf4s50_1     95
and3_1              12
buf_4               95
fa_1               409
[worst max-delay path: stages]
cell             delay, ns
clkdlybuf4s50_1       0.91
inv_1                 0.39
buf_4                 0.32
nor2_1                0.15
fa_1                  0.46
fa_1                  0.49
fa_1                  0.52
inv_1                 0.05
fa_1                  0.47
inv_1                 0.05
fa_1                  0.49
inv_1                 0.05
fa_1                  0.54
inv_1                 0.05
fa_1                  0.49
fa_1                  0.42
ha_1                  0.36
nand4_1               0.19
nor2_1                0.09
a22o_1                0.23
a311oi_1              0.44
a21oi_1               0.28
a221oi_1              0.69
mux2i_1               0.20
a221oi_1              0.26
o21ai_0               0.12
