File: design.v
module ALU2(clk, config_sig, in0, in1, out0);
    parameter size = 32;
    input clk;
    input [size-1:0] in0;
    input [size-1:0] in1;
    output reg [size-1:0] out0;
    input [3:0] config_sig;
    wire [size-1:0] add_sel;
    wire [size-1:0] sub_sel;
    wire [size-1:0] mul_sel;
    wire [size-1:0] and_sel;
    wire [size-1:0] or_sel;
    wire [size-1:0] xor_sel;
    wire [size-1:0] shl_sel;
    wire [size-1:0] shr_sel;
    assign add_sel = in0 + in1;
    assign sub_sel = in0 - in1;
    assign mul_sel = in0 * in1;
    assign and_sel = in0 & in1;
    assign or_sel = in0 | in1;
    assign xor_sel = in0 ^ in1;
    assign shl_sel = in0 << in1;
    assign shr_sel = in0 >> in1;
    always @(posedge clk)
        case (config_sig)
            0: out0 = add_sel;
            1: out0 = sub_sel;
            2: out0 = mul_sel;
            3: out0 = and_sel;
            4: out0 = or_sel;
            5: out0 = xor_sel;
            6: out0 = shl_sel;
            7: out0 = shr_sel;
            8: out0 = in0;
            9: out0 = in1;
            default: out0 = 0;
        endcase
endmodule
File: constraint.sdc
current_design ALU2

set clk_period 16.2
set clk_io_pct 0.2

create_clock -name clk0 -period $clk_period [get_ports {clk}]

set non_clock_inputs [all_inputs -no_clocks]
set_input_delay [expr $clk_period * $clk_io_pct] -clock clk0 $non_clock_inputs
set_output_delay [expr $clk_period * $clk_io_pct] -clock clk0 [all_outputs]
File: run.sh
#!/bin/bash
# OpenROAD 26Q1-2900-gdf79404cd8, Yosys 0.63+post, stock flow scripts
make -C /OpenROAD-flow-scripts/flow DESIGN_CONFIG=/design/flow/config.mk WORK_HOME=/design/flow/orfs finish
File: config.mk
export PLATFORM = sky130hd
export DESIGN_NAME = ALU2
export DESIGN_NICKNAME = ALU2
export VERILOG_FILES = /design/flow/design.v
export SDC_FILE = /design/flow/constraint.sdc
export NUM_CORES = 4
export LEC_CHECK = 1
export CORE_UTILIZATION = 50
==> run_summary.xml <==
<?xml version="1.0" encoding="UTF-8"?>
<metrics>
  <group name="final_timing">
    <metric name="post-route-min-period" unit="ns">12.08</metric>
    <metric name="layout_setup_ws" unit="ns">4.121</metric>
    <metric name="timing.fmax" unit="MHz">82.79</metric>
    <metric name="final_setup_violating_endpoints" unit="">0</metric>
    <metric name="post-route-period-util" unit="">0.7456</metric>
    <metric name="unrepaired_setup_endpoints_after_global_routing" unit="">false</metric>
    <metric name="final.setup.tns" unit="ns">0</metric>
    <metric name="maxSlewHeadroom" unit="">0.2829</metric>
    <metric name="slew_viol_final" unit="">0</metric>
    <metric name="max_slew.worst_pin.slew" unit="ns">1.069</metric>
    <metric name="finalHoldViolCount" unit="">0</metric>
  </group>
  <group name="cells_and_area">
    <metric name="mi_logic_area" unit="sq um">20370</metric>
    <metric name="post-route-util" unit="">0.5513</metric>
    <metric name="synth_to_layout_area_growth" unit="%">7.776</metric>
    <metric name="layout.filler_cells" unit="">4242</metric>
    <metric name="final_layout_size_suffix_gt1_frac" unit="">0.05122</metric>
    <metric name="area.sequential" unit="sq um">640.6</metric>
    <metric name="largest_register_ff_count" unit="">32</metric>
  </group>
  <group name="detailed_routing">
    <metric name="routed.top_layer" unit="">met4</metric>
    <metric name="antenna_violation_net_count_after_detailed_routing" unit="">0</metric>
    <metric name="detail_route.drc_violations" unit="">0</metric>
    <metric name="drt_wl_total" unit="microns">99630</metric>
    <metric name="vias" unit="">21970</metric>
    <metric name="first_pass_iters" unit="">7</metric>
    <metric name="dr.first_iter.drc_count" unit="">2147</metric>
    <metric name="viasPerCell" unit="">6.187</metric>
    <metric name="wl_per_cell" unit="microns">28.06</metric>
    <metric name="route.layer.met1.wl" unit="microns">37960</metric>
    <metric name="route.met2.wl" unit="microns">40900</metric>
    <metric name="detailroute.wirelength.met3" unit="microns">14100</metric>
  </group>
  <group name="clocking">
    <metric name="clock_tree.buffer_depth" unit="">2</metric>
    <metric name="tritoncts" unit="">built</metric>
    <metric name="tritoncts_buffers" unit="">5</metric>
    <metric name="clock_tree_sinks" unit="">32</metric>
    <metric name="post_cts_gate_resize_count" unit="">0</metric>
    <metric name="cts_post_setup_buffers_inserted" unit="">0</metric>
    <metric name="hold_buffers" unit="">0</metric>
    <metric name="clock_transition_at_the_register_clock_pins_on_the_worst_setup_and_hold_paths_after_cts" unit="ns">0.06</metric>
    <metric name="htree_num_levels" unit="">2</metric>
    <metric name="clk_root_buffer_cell" unit="">sky130_fd_sc_hd__clkbuf_16</metric>
  </group>
  <group name="yosys">
    <metric name="syn_inst" unit="">2945</metric>
    <metric name="synth_async_sr_flop_share" unit="">0</metric>
    <metric name="yosysWarningCount" unit="">1</metric>
    <metric name="syn_avg_cell_area" unit="sq um">7.949</metric>
    <metric name="synth_seq_share" unit="">0.02736</metric>
    <metric name="synth-edff-count" unit="">0</metric>
    <metric name="synthDistinctLibCells" unit="">90</metric>
    <metric name="ys_cells" unit="">2945</metric>
    <metric name="yosys_most_used_dff" unit="">sky130_fd_sc_hd__dfxtp_1</metric>
    <metric name="synth_area" unit="sq um">23410</metric>
    <metric name="synth.yosys.chip_area" unit="sq um">23410</metric>
    <metric name="synth.ff_latch_count" unit="">32</metric>
  </group>
  <group name="critical_path">
    <metric name="timing.critical_path.slowest_cell_delay" unit="ns">0.92</metric>
    <metric name="worst_path_fanout_max" unit="">22</metric>
    <metric name="worstSetupPathType" unit="">in2reg</metric>
    <metric name="timing.critical_path.from_type" unit="">primary input</metric>
    <metric name="library_cell_appearing_most_often_on_the_critical_path" unit="">sky130_fd_sc_hd__fa_1</metric>
    <metric name="cp.arrival" unit="ns">12.22</metric>
    <metric name="crit_path_end_kind" unit="">register</metric>
    <metric name="crit_slowest_cell" unit="">sky130_fd_sc_hd__inv_1</metric>
    <metric name="crit_required" unit="ns">16.34</metric>
  </group>
  <group name="global_routing">
    <metric name="wire_length_of_the_first_global_routing_pass" unit="microns">147800</metric>
    <metric name="grt_start_max_net_pins" unit="">62</metric>
    <metric name="grt-ovfl-total" unit="">0</metric>
    <metric name="first_global_vias" unit="">22420</metric>
    <metric name="global_route.usage.total" unit="">0.4566</metric>
    <metric name="initial_antenna_violation_count" unit="">1</metric>
  </group>
  <group name="placement">
    <metric name="finalWeightedCongestion" unit="">1.041</metric>
    <metric name="port_buffers" unit="">100</metric>
    <metric name="place_ws" unit="ns">4.042</metric>
    <metric name="hpwl_after_detailed_placement" unit="microns">75500</metric>
  </group>
  <group name="floorplanning">
    <metric name="core_region_area" unit="sq um">45770</metric>
    <metric name="horizontal_die_dimension" unit="microns">218.4</metric>
    <metric name="row_count" unit="">78</metric>
    <metric name="fp-utilization" unit="">0.5115</metric>
    <metric name="floorplan.io_pins" unit="">101</metric>
    <metric name="die-area" unit="sq um">47690</metric>
    <metric name="die_h" unit="microns">218.4</metric>
  </group>
  <group name="hold_path">
    <metric name="timing.hold.worst.class" unit="">in2reg</metric>
  </group>
  <group name="flow_run">
    <metric name="tool_warnings" unit="">58</metric>
    <metric name="max_cap_violations" unit="">0</metric>
  </group>
  <group name="status">
    <metric name="run_status" unit="">completed</metric>
  </group>
</metrics>
[synth_stat cells, drive strengths merged (8+ instances only)]
| cell | instances | area, sq um |
|---|---|---|
| or3 | 10 | 77.57 |
| fa | 409 | 8188 |
| a21oi | 124 | 620.6 |
| mux2i | 58 | 580.6 |
| o31ai | 11 | 101.3 |
| a211oi | 41 | 317.8 |
| a211o | 16 | 140.1 |
| mux2 | 11 | 123.9 |
| ha | 219 | 2740 |
| xnor2 | 113 | 989.7 |
| nand3 | 19 | 95.09 |
| buf | 44 | 190.2 |
| o211ai | 19 | 142.6 |
| nor2 | 454 | 1704 |
| a221o | 10 | 100.1 |
| nor2b | 14 | 87.58 |
| a21boi | 8 | 63.81 |
| a31oi | 12 | 75.07 |
| nand2 | 323 | 1215 |
| and2 | 8 | 50.05 |
| nor4 | 13 | 93.84 |
| o2111ai | 13 | 113.9 |
| a222oi | 11 | 110.1 |
| dfxtp | 32 | 640.6 |
| clkbuf | 145 | 544.3 |
| o21a | 9 | 67.56 |
| nor3 | 33 | 170.2 |
| a21o | 27 | 202.7 |
| xor2 | 22 | 192.7 |
| clkinv | 18 | 67.56 |
| o21ai | 97 | 489.2 |
| a221oi | 27 | 236.5 |
| a22oi | 14 | 105.1 |
| mux4 | 8 | 180.2 |
| inv | 436 | 1637 |
| and3 | 12 | 75.07 |
| nand2b | 17 | 106.4 |
[cell usage in the layout (no fill, tap or decap), types with 58 or more instances in the layout]
cell	Yosys	routed
sky130_fd_sc_hd__nor2_1	454	454
sky130_fd_sc_hd__inv_1	432	430
sky130_fd_sc_hd__fa_1	409	409
sky130_fd_sc_hd__nand2_1	322	322
sky130_fd_sc_hd__ha_1	219	219
sky130_fd_sc_hd__a21oi_1	124	124
sky130_fd_sc_hd__xnor2_1	113	113
sky130_fd_sc_hd__clkdlybuf4s50_1	0	95
sky130_fd_sc_hd__o21ai_0	90	90
sky130_fd_sc_hd__buf_4	0	86
sky130_fd_sc_hd__mux2i_1	58	58
[per-stage QoR]
step | hold slack (ns) | area, sq um | cells
after floorplan | 3.473 | 23410 | 2945
after global placement | 3.897 | 25080 | 3540
after detailed placement | 3.896 | 25080 | 3540
after CTS | 3.752 | 25220 | 3548
after global routing | 3.823 | 25230 | 3549
final | 3.774 | 25230 | 3551
[critical path: cells and delay by family]
kind	cells	cell delay, ns
AOI/OAI and AO/OA	6	2.33
and+or+nand+nor	4	0.46
buffers and inverters	6	1.87
adders and majority gates	9	4.28
[final timing paths]
path,start,to,slack [ns],cells past startpoint
worst max-delay path,in1[6],out0[27],4.12,25
worst min-delay path,in1[3],out0[4],3.77,5
[area by class of cell]
| cell class | instances | share of cell area |
|---|---|---|
| Inverter | 454 | 0.06754 |
| Clock buffer | 5 | 0.004959 |
| Tap cell | 600 | 0.02975 |
| Timing Repair Buffer | 184 | 0.06387 |
| Antenna cell | 3 | 0.0002975 |
| Multi-Input combinational cell | 2270 | 0.8073 |
| Clock inverter | 3 | 0.0009422 |
| Sequential cell | 32 | 0.02539 |
[layer usage]
layer,up-vias,GRT usage
met5,-,0.01042
met4,0,0.2296
met3,319,0.2101
met2,1477,0.6135
met1,10640,0.6366
li1,9531,-
[cells by family (layout without fill, tap and decap cells)]
family / after synthesis / in the layout / synth area share
simple gates: 929 / 929 / 0.1667
buf+inv: 643 / 646 / 0.1042
compound gates: 501 / 501 / 0.1467
xor+xnor: 135 / 135 / 0.05050
fa+ha+maj: 628 / 628 / 0.4668
other cells: 0 / 3 / 0
mux: 77 / 77 / 0.03779
flops: 32 / 32 / 0.02736
