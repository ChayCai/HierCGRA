**flow/run.sh**
```bash
#!/bin/bash
# OpenROAD 26Q1-2900-gdf79404cd8, Yosys 0.63+post, stock flow scripts
make -C /OpenROAD-flow-scripts/flow DESIGN_CONFIG=/design/flow/config.mk WORK_HOME=/design/flow/orfs finish
```
**flow/config.mk**
```make
export PLATFORM = sky130hd
export DESIGN_NAME = ALU1
export DESIGN_NICKNAME = ALU1
export VERILOG_FILES = /design/flow/design.v
export SDC_FILE = /design/flow/constraint.sdc
export NUM_CORES = 4
export LEC_CHECK = 1
export CORE_UTILIZATION = 50
```
**flow/constraint.sdc**
```tcl
current_design ALU1

set clk_period 14.5
set clk_io_pct 0.2

create_clock -name clk0 -period $clk_period [get_ports {clk}]

set non_clock_inputs [all_inputs -no_clocks]
set_input_delay [expr $clk_period * $clk_io_pct] -clock clk0 $non_clock_inputs
set_output_delay [expr $clk_period * $clk_io_pct] -clock clk0 [all_outputs]
```
**flow/design.v**
```verilog
module ALU1(clk, config_sig, in0, in1, out0);
    parameter size = 32;
    input clk;
    input [size-1:0] in0;
    input [size-1:0] in1;
    output reg [size-1:0] out0;
    input [3:0] config_sig;
    wire [size-1:0] add_sel;
    wire [size-1:0] sub_sel;
    wire [size-1:0] and_sel;
    wire [size-1:0] or_sel;
    wire [size-1:0] xor_sel;
    wire [size-1:0] shl_sel;
    wire [size-1:0] shr_sel;
    assign add_sel = in0 + in1;
    assign sub_sel = in0 - in1;
    assign and_sel = in0 & in1;
    assign or_sel = in0 | in1;
    assign xor_sel = in0 ^ in1;
    assign shl_sel = in0 << in1;
    assign shr_sel = in0 >> in1;
    always @(posedge clk)
        case (config_sig)
            0: out0 = add_sel;
            1: out0 = sub_sel;
            3: out0 = and_sel;
            4: out0 = or_sel;
            5: out0 = xor_sel;
            6: out0 = shl_sel;
            7: out0 = shr_sel;
            8: out0 = in0;
            9: out0 = in1;
            default: out0 = 0;
        endcase
endmodule
```
==> results.tsv <==
metric	value	unit
powerDensity	57.0	nW/um^2
dp_cells	1459	
worstPathArrival	8.31	ns
p_leak	4.07	nW
worstPathRequired	14.69	ns
synthArstFlopShare	0	%
drtIter0Drc	1146	
cp-endpoint	out0[28]	
wl	39.3	mm
cts_root_buf	clkbuf_16	
worst_pin_slew	0.988	ns
cts_made_buffers	5	
slew_headroom	33.7	%
crit_path_start_kind	input pin	
vias	10300	
slew_violations	0	
worst-path-max-fanout	48	
ys_cells	1214	
synthCells	1214	
stdcell_count	1468	
dieWidth	136	um
grt_first_pass_wirelength	58.9	mm
maxCapViolations	0	
setup_viol	0	
place_area	9970	sq um
period_used_share	56.0	%
fp_util	51.4	%
status	finished clean	
rows	48	
io_buffers	100	
warning_count	59	
cts_max_path_buffers	2	
viasPerCell	7.00	
die_area	18400	sq um
syn-cell-area	8950	sq um
layout-drive-gt1-share	8.62	%
grt_setup_unrepaired	no	
stdcell_area	10100	sq um
setup_tns	0	ns
hold_class	in -> reg	
ant_nets	0	
min_period	8.12	ns
worstSetupEndpointType	register	
gr-total-overflow	0	
min_path_cells	3	
ioPinCount	101	
gp_congestion	1.06	
wl_per_cell	26.8	um
dr_wl_met3	4.83	mm
synthDistinctLibCells	74	
timing.fmax	0.123	GHz
wl_met1	15.6	mm
hold_viol	0	
fp.dieH	136	um
irDropWorstVdd	0.0000462	V
antenna_found_initial	3	
synth_seq_share	7.15	%
crit_type	in -> reg	
cts.hold.buffers_added	0	
syn_area_per_cell	7.38	sq um
cts_setup_buffers	0	
htree_levels	2	
area_delta_synth_final	13.3	%
critical_path.startpoint	in1[4]	
grt_pass1_vias	9447	
wl_met2	16.7	mm
utilization	58.2	%
cts_tree	built	
largest_reg_flops	32	
dp_hpwl	29.4	mm
grt_start_max_net_pins	61	
grt_use_total	44.6	%
synth-edff-count	0	
cts_resized	0	
drc	0	
coreArea	17400	sq um
clk_pin_slew	0.06	ns
synth_flops	32	
dr.pass1.iters	5	
yosys_warnings	1	
highest_layer	met5	
ff_type	dfxtp_1	
ys_area	8950	sq um
cts.sinks	32	
-- Yosys cell counts, drive strengths merged (21+ instances only) --
| master | count | area [sq um] |
|---|---|---|
| a211oi | 23 | 193 |
| a21oi | 90 | 450 |
| a221oi | 35 | 307 |
| a22oi | 26 | 195 |
| buf | 38 | 204 |
| clkbuf | 65 | 244 |
| dfxtp | 32 | 641 |
| ha | 96 | 1200 |
| inv | 66 | 248 |
| mux2i | 68 | 681 |
| mux4 | 34 | 766 |
| nand2 | 97 | 364 |
| nand3 | 21 | 105 |
| nor2 | 137 | 514 |
| nor3 | 27 | 140 |
| o211ai | 23 | 173 |
| o21ai | 74 | 370 |
| xnor2 | 42 | 368 |
-- worst min-delay path by stage --
| stage | from | end | slack (ns) |
|---|---|---|---|
| 6_report | in1[13] | out0[13] | 3.41 |
| 5_1_grt | in1[26] | out0[26] | 3.45 |
| 4_1_cts | in1[13] | out0[13] | 3.41 |
-- cells in the final DEF (no fill, tap or decap), types with 6 or more instances in the layout --
master             n
a211o_1            8
a211oi_1          19
mux4_2            34
inv_1             66
a221o_1            9
a221oi_1          35
o21ai_1            8
nor4_1            12
nor2b_1            8
a31oi_1           18
a21oi_1           90
clkdlybuf4s50_1   96
nand3_1           21
or3_1              7
buf_4             25
o2111ai_1          7
o211ai_1          23
mux2_2            18
nor2_1           136
xor2_1             8
nor3_1            22
ha_1              96
nand2_1           97
a22oi_1           26
nand2b_1          12
dfxtp_1           32
mux2i_1           68
o22ai_1            6
o221ai_1          10
a21o_1             7
o21ai_0           66
nand4_1            8
xnor2_1           42
and2_1            10
-- stage by stage --
step	power [W]	setup slack, ns	hold WS, ns
after floorplan	0.000309	7.55	3.04
after global placement	0.000433	6.31	3.55
after detailed placement	0.000433	6.21	3.55
final	0.000578	6.38	3.41
after CTS	0.000568	6.51	3.41
after global routing	0.000610	6.07	3.45
-- metal layers --
metal,GRT usage [%],up-vias
met3,13.9,137
met1,60.4,4784
met4,19.7,4
li1,-,4635
met5,0,-
met2,65.6,719
-- layout make-up --
type,count,area [sq um]
inverters,70,263
diodes,1,2.50
flip-flops and latches,32,641
clock buffers,5,125
clock inverters,3,42.5
well taps,225,282
fillers,1638,7270
multi-input cells,1009,7630
repair buffers,123,1160
-- cell families after synthesis --
kind of cell             Yosys count  synth area share, %
XOR/XNOR                          50                 4.89
AND/OR/NAND/NOR                  361                 18.8
buffers and inverters            173                 7.94
AND-OR/OR-AND                    381                 29.1
multiplexers                     120                 18.4
adder cells (fa/ha/maj)           97                 13.6
flip-flops                        32                 7.15
-- power breakdown --
group / leakage [nW] / internal (W) / switching [W] / total (W)
clock network: 0.0798 / 0.0000811 / 0.0000549 / 0.000136
registers: 0.266 / 0.0000989 / 0.00000319 / 0.000102
logic: 3.73 / 0.000141 / 0.000199 / 0.000340
total: 4.07 / 0.000321 / 0.000257 / 0.000578
-- worst max-delay path, cell delays in order --
cell and delay (ns):
clkdlybuf4s50_1 0.45, buf_4 0.43, clkinv_1 0.77, and4_1 0.47
and2_1 0.19, nand2_1 0.13, nor2_1 0.11, a31oi_1 0.22
xnor2_1 0.09, ha_1 0.38, nand2_1 0.11, or3_1 0.35
a2111oi_1 0.72, o211ai_1 0.26, a21oi_1 0.31, mux2i_1 0.12
a211o_1 0.29
Power and IR drop assume default switching activity.
