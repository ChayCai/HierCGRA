--- design/flow/run.sh ---
#!/bin/bash
# OpenROAD 26Q1-2900-gdf79404cd8, Yosys 0.63+post, stock flow scripts
make -C /OpenROAD-flow-scripts/flow DESIGN_CONFIG=/design/flow/config.mk WORK_HOME=/design/flow/orfs finish
--- design/flow/config.mk ---
export PLATFORM = sky130hd
export DESIGN_NAME = fu_alu2_2_1
export DESIGN_NICKNAME = fu_alu2_2_1
export VERILOG_FILES = /design/flow/design.v
export SDC_FILE = /design/flow/constraint.sdc
export NUM_CORES = 4
export LEC_CHECK = 1
export CORE_UTILIZATION = 50
--- design/flow/constraint.sdc ---
current_design fu_alu2_2_1

set clk_period 13.0
set clk_io_pct 0.2

create_clock -name clk0 -period $clk_period [get_ports {clk}]

set non_clock_inputs [all_inputs -no_clocks]
set_input_delay [expr $clk_period * $clk_io_pct] -clock clk0 $non_clock_inputs
set_output_delay [expr $clk_period * $clk_io_pct] -clock clk0 [all_outputs]
--- design/flow/design.v ---
module fu_alu2_2_1(clk, config_sig, in0, in1, out0);
    parameter size = 32;
    input clk;
    input [size-1:0] in0;
    input [size-1:0] in1;
    output reg [size-1:0] out0;
    input [3:0] config_sig;
    wire [size-1:0] add_sel;
    wire [size-1:0] sub_sel;
    wire [size-1:0] mul_sel;
    wire [size-1:0] and_sel;
    wire [size-1:0] or_sel;
    wire [size-1:0] xor_sel;
    wire [size-1:0] shl_sel;
    wire [size-1:0] shr_sel;
    assign add_sel = in0 + in1;
    assign sub_sel = in0 - in1;
    assign mul_sel = in0 * in1;
    assign and_sel = in0 & in1;
    assign or_sel = in0 | in1;
    assign xor_sel = in0 ^ in1;
    assign shl_sel = in0 << in1;
    assign shr_sel = in0 >> in1;
    always @(posedge clk)
        case (config_sig)
            0: out0 = add_sel;
            1: out0 = sub_sel;
            2: out0 = mul_sel;
            3: out0 = and_sel;
            4: out0 = or_sel;
            5: out0 = xor_sel;
            6: out0 = shl_sel;
            7: out0 = shr_sel;
            8: out0 = in0;
            9: out0 = in1;
            default: out0 = 0;
        endcase
endmodule
==> results.txt <==
Implementation run completed; key figures follow.

Outcome:
- The flow ran to the end, and the final reports show no timing, DRC or antenna violations.

GRT:
- Global routing put the most usage on met2.
- The run puts the first-pass GRT wire length at roughly 150000 microns.
- The run gives the total congestion overflow as 0.
- The global routing report lists combined usage of all routing layers as 0.4647.
- The initial antenna violation count was 2.
- The run gives the number of global-route vias before repair as around 23000.
- The run gives the maximum number of pins on one net before global-route repair as 62.
- The global routing report lists met1 layer usage as 0.6188.
- The run gives the routing usage on met3 as 0.2220.
- Routing resource usage on met2 recorded by global route was 0.6314.

Floorplanning:
- The run gives the standard-cell row count as 78.
- From bottom edge to top edge, the die measures approximately 220 microns.
- The run gives the starting density of the core as 0.5115.
- The run puts the width of the chip at 218.4 microns.
- During I/O placement, the number of pins put on the boundary was 101.
- The chip occupies 47690 sq um.
- The core region is around 46000 sq um.

Yosys:
- After synthesis, the cell types taking the most area are sky130_fd_sc_hd__fa_1, sky130_fd_sc_hd__ha_1, sky130_fd_sc_hd__nor2_1.
- Per the synth stats, the proportion of register bits with asynchronous set or reset is 0.
- The run gives the number of enable flip-flop cells as 0.
- The share of the Yosys chip area taken by registers is 0.02736.
- The run gives the distinct cell type count of the synthesized netlist as roughly 90.
- Counting the warning lines in the Yosys log gives 1.
- The run puts the chip area line of the yosys report at 23410 sq um.
- The run gives the predominant post-synthesis flop cell as sky130_fd_sc_hd__dfxtp_1.
- The run gives the post-synth design cell area as 23410 sq um.
- The run puts the number of synthesized register bits at 32.
- After synthesis, the mean cell area works out to 7.949 sq um.
- The run gives the instance tally after logic synthesis as 2945.
- The run gives the proportion of netlist area held by the largest area contributor as 0.3497.
- Sorting the Yosys area breakdown by cell type puts at the top sky130_fd_sc_hd__fa_1.
- sky130_fd_sc_hd__nor2_1 is the most common cell in the netlist.
- For this design, Yosys synthesis ends with a cell count of 2945.
- After synthesis, the most frequently instantiated cells are sky130_fd_sc_hd__nor2_1, sky130_fd_sc_hd__inv_1, sky130_fd_sc_hd__fa_1.

Final layout:
- The layout summary lists the proportion of cells stronger than drive strength 1 as 0.05217.
- The run gives the cell area after layout as ~25000 sq um.
- The run puts the area growth from synthesis to layout at 7.947%.
- The run puts the flip-flop count of the largest register, all copies and words added at 32.

Critical path:
- The critical path's slowest stage uses the library cell sky130_fd_sc_hd__clkdlybuf4s50_1.
- The run gives the stage delay of the slowest cell on the critical path as 810 ps.
- The run gives the sort of element at the start of the critical path as an input pin.
- The run puts the number of logic stages on the critical path including buffering at 27.
- The run gives the type of the worst setup path as input pin to flop.
- The worst setup path is captured at a flop.
- The run gives the worst path required time as ~13000 ps.
- Among cell families on the critical path, the largest total delay comes from adder cells.
- The run gives the number of buffer and inverter stages on the critical path as 8.
- The run puts the critical path arrival at 10970 ps.
- The cell that appears most often on the critical path is sky130_fd_sc_hd__fa_1.
- The run gives the largest fanout on the critical path as 16.

Clock network:
- Counting along the longest clock path gives a buffer depth of 2.
- The run gives the post-cts resize count as 0.
- In the CTS report, the clock slew at the register clock pins of the worst setup and hold paths is listed as 70 ps.
- The run puts the number of buffers created by CTS at 5.
- The cell sitting at the root of the clock tree is a sky130_fd_sc_hd__clkbuf_16.
- TritonCTS built the clock tree.
- The run gives the post-CTS setup buffer count as 0.
- The run puts the count of H-tree levels built during CTS at 2.
- The run gives the post-cts hold buffer count as 0.
- The run gives the clock sink count as 32.

Placed design:
- The run puts the number of buffers added on ports at 100.
- Summed over all nets, the half-perimeter wirelength after detailed placement is 76190 microns.
- The run gives the global placement routability congestion as about 1.1.
- The run puts the instance area after placement at 25110 sq um.

Timing:
- The pin closest to its max-slew limit shows a slew of about 1100 ps.
- The run puts the number of slew-limit violations in the final report at 0.
- The run gives the count of final hold-check violations as 0.
- The run gives the relative max-transition margin as 0.2318.
- The run puts the ratio of final minimum period to clock period at 0.8289.
- The run puts the clock period minus final worst setup slack at 10780 ps.
- The run puts the final setup TNS at 0 ps.
- Setup repair after global routing left no endpoint under its margin.
- The flow reports an fmax of 0.09280 GHz.
- Endpoints with negative setup slack in the final report add up to 0.

Hold path:
- The report gives the cell count of the worst hold path as 2.
- The run gives the worst hold path startpoint as in1[4].
- The run gives the kind of path behind the tightest hold check as input pin to flop.
- The endpoint of the worst hold path is reported as out0[8]$_DFF_P_.

Drt:
- The run puts the routed wirelength normalized by instance count at 28.67 microns.
- The run gives the number of vias per cell after detailed routing as roughly 6.2.
- The run puts the total via count after detailed routing at 22080.
- The run gives the DRC violations left as 0.
- In the log, the iteration count for the first detailed-route pass is 6.
- The count of nets left with antenna violations once routing finished came out at 0.
- The run puts the detailed-route wire length at slightly above 100000 microns.
- After the first detailed-routing iteration, the DRC count stood at 1977.

Flow run:
- The run puts the number of violations of the max-capacitance limit at 0.
- The number of warnings reported in the stage logs is 58.
-- through the flow --
step                        util  worst slack, ps  hold slack (ps)  instances
final                     0.5521             2224             2716       3553
after global routing      0.5521             1760             2736       3552
after CTS                 0.5521             2304             2736       3552
after detailed placement  0.5485             1993             3049       3544
after global placement    0.5485             2116             3043       3544
after floorplan                -             2849             2833       2945
-- kinds of logic after synthesis --
kind of cell | Yosys count | share of synthesized area
fa+ha+maj | 628 | 0.4668
buf+inv | 643 | 0.1042
simple gates | 929 | 0.1667
compound gates | 501 | 0.1467
mux | 77 | 0.03779
xor+xnor | 135 | 0.05050
flops | 32 | 0.02736
-- worst max-delay path by stage --
stage | startpoint | to
CTS | in1[11] | out0[29]$_DFF_P_
global route | in1[11] | out0[29]$_DFF_P_
finish | in1[11] | out0[29]$_DFF_P_
-- routing by layer --
metal	up-vias	share of wire
met1	10680	0.37
li1	9526	-
met5	-	0.00013
met4	2	0.078
met2	1508	0.41
met3	362	0.15
-- placed cells by master, fill, tap and decap left out, types with 12 or more instances in the layout --
cell,netlist,routed
sky130_fd_sc_hd__nand2b_1,17,17
sky130_fd_sc_hd__clkdlybuf4s50_1,0,95
sky130_fd_sc_hd__nand2_1,322,322
sky130_fd_sc_hd__fa_1,409,409
sky130_fd_sc_hd__ha_1,219,219
sky130_fd_sc_hd__a21oi_1,124,124
sky130_fd_sc_hd__inv_1,432,430
sky130_fd_sc_hd__nor3_1,32,31
sky130_fd_sc_hd__o211ai_1,19,19
sky130_fd_sc_hd__xnor2_1,113,113
sky130_fd_sc_hd__mux2i_1,58,58
sky130_fd_sc_hd__a21o_1,27,27
sky130_fd_sc_hd__nor2b_1,14,14
sky130_fd_sc_hd__and3_1,12,12
sky130_fd_sc_hd__buf_4,0,90
sky130_fd_sc_hd__dfxtp_1,32,32
sky130_fd_sc_hd__o21ai_0,90,90
sky130_fd_sc_hd__a22oi_1,14,14
sky130_fd_sc_hd__o2111ai_1,13,13
sky130_fd_sc_hd__a31oi_1,12,12
sky130_fd_sc_hd__clkinv_1,18,17
sky130_fd_sc_hd__nand3_1,19,19
sky130_fd_sc_hd__a221oi_1,27,27
sky130_fd_sc_hd__a211oi_1,39,39
sky130_fd_sc_hd__a211o_1,16,16
sky130_fd_sc_hd__nor2_1,454,454
sky130_fd_sc_hd__xor2_1,22,22
-- layout make-up --
cell class,count,area [sq um]
timing repair buffer,188,1642
antenna,1,2.502
inverter,454,1704
multi-input combinational,2270,20370
fill,4251,20500
clock inverter,2,35.03
sequential,32,640.6
tap,600,750.7
clock buffer,6,128.9
