## ./constraint.sdc

```tcl
current_design fu_alu_2_1

set clk_period 13.0
set clk_io_pct 0.2

create_clock -name clk0 -period $clk_period [get_ports {clk}]

set non_clock_inputs [all_inputs -no_clocks]
set_input_delay [expr $clk_period * $clk_io_pct] -clock clk0 $non_clock_inputs
set_output_delay [expr $clk_period * $clk_io_pct] -clock clk0 [all_outputs]
```

## ./run.sh

```bash
#!/bin/bash
# OpenROAD 26Q1-2900-gdf79404cd8, Yosys 0.63+post, stock flow scripts
make -C /OpenROAD-flow-scripts/flow DESIGN_CONFIG=/design/flow/config.mk WORK_HOME=/design/flow/orfs finish
```

## ./config.mk

```make
export PLATFORM = sky130hd
export DESIGN_NAME = fu_alu_2_1
export DESIGN_NICKNAME = fu_alu_2_1
export VERILOG_FILES = /design/flow/design.v
export SDC_FILE = /design/flow/constraint.sdc
export NUM_CORES = 4
export LEC_CHECK = 1
export CORE_UTILIZATION = 50
```

## ./design.v

```verilog
module fu_alu_2_1(clk, config_sig, in0, in1, out0);
    parameter size = 32;
    input clk;
    input [size-1:0] in0;
    input [size-1:0] in1;
    output reg [size-1:0] out0;
    input [3:0] config_sig;
    wire [size-1:0] add_sel;
    wire [size-1:0] sub_sel;
    wire [size-1:0] mul_sel;
    wire [size-1:0] and_sel;
    wire [size-1:0] or_sel;
    wire [size-1:0] xor_sel;
    wire [size-1:0] shl_sel;
    wire [size-1:0] shr_sel;
    assign add_sel = in0 + in1;
    assign sub_sel = in0 - in1;
    assign mul_sel = in0 * in1;
    assign and_sel = in0 & in1;
    assign or_sel = in0 | in1;
    assign xor_sel = in0 ^ in1;
    assign shl_sel = in0 << in1;
    assign shr_sel = in0 >> in1;
    always @(posedge clk)
        case (config_sig)
            0: out0 = add_sel;
            1: out0 = sub_sel;
            2: out0 = mul_sel;
            3: out0 = and_sel;
            4: out0 = or_sel;
            5: out0 = xor_sel;
            6: out0 = shl_sel;
            7: out0 = shr_sel;
            8: out0 = in0;
            9: out0 = in1;
            default: out0 = 0;
        endcase
endmodule
```

==> run summary <==
Quick summary of the implementation run below.

The flow ran to the end, and the final reports show no timing, DRC or antenna violations. For this run, the detailed router reports a per-instance via density of 6.21. The number of enable-type register cells in the synthesized netlist is 0. Looking at the gate-level netlist, the highest instance count belongs to nor2_1. The mean post-synth cell area is 7.95 µm².

The area fraction in mux cells came out at 3.78%. The part of the Yosys area used for sequential elements came out at 2.74%. The post-synthesis share of cell area spent on xor and xnor gates is 5.05%.

The width of the chip came out at 218 µm. The critical path data required time is 13.19 ns. For reference, the top cells by count after synthesis are 454 x nor2_1, 432 x inv_1, 409 x fa_1.

The worst setup path is launched from an input pin. The count of standard-cell rows came out at 78. The dominant synthesized flop cell is dfxtp_1.

The share of the core filled by cells before placement came out at 51.1%. Hold is met by 2.72 ns. After legalization and detailed placement, the total HPWL measured 76200 µm. The leftover overflow at the end of global routing is 0. The share of cells above drive strength 1 came out at 5.22%. The period utilization is 82.9%. Per the detail_route report, DRC violations left total 0. The total vias in the final route is 22075. Of the total synthesized cell area, the portion taken by AND, OR, NAND and NOR gates is 16.7%. The weighted congestion at the end of routability-driven global placement is 1.09. The initial antenna violation count was 2. The number of max-capacitance violations reported came out at 0. The transition time at the pin with the least slew margin is 1.14 ns. Looking at area per cell type in the netlist, the leader is fa_1.

The cell area that synthesis handed to floorplanning was 23400 µm². The largest buffer count on any clock path is 2. The number of clock sinks came out at 32. The most numerous cell type found on the critical path is fa_1.

The count of routing violations after the opening detailed-route iteration came out at 1977. The total routing usage reported by global routing is 46.5%. The number of flip-flops in the largest register is 32.

The full die area came out at 47700 µm². The largest net degree at the start of global routing is 62. The TritonCTS clock tree is built. Buffers inserted to repair hold after CTS numbered 0.

The post-synthesis cell type count came out at 90. The final tally of hold violations came out at 0. The share of Yosys cell area claimed by the top area cell type is 35.0%.

The post-cts sizing count is 0. Counting the fill cells in the layout gives 4251. After technology mapping, the gate count stands at 2945. The cell sitting at the root of the clock tree is a clkbuf_16. The number of warnings printed during yosys synthesis is 1. The post-CTS setup repair buffer count came out at 0. In the post-synthesis netlist, the biggest area contributors are fa_1 35%, ha_1 12%, nor2_1 7.3%, inv_1 6.9%, nand2_1 5.2%. After routing, the total negative slack on setup checks comes to 0 ns.

The worst setup path is captured at a flop. In this run, the synthesized area fraction spent on AND-OR/OR-AND gates is recorded as 14.7%.

The count of pins on the block boundary came out at 101. The final count of negative-setup-slack endpoints came out at 0. In this run the layout overhead on the synthesized area is reported as 7.95%. Per the slew report, the remaining headroom to the max-slew limit stands at 23.2%.

The critical-path maximum fanout came out at 16. The maximum cell stage delay along the critical path is 0.81 ns. The total iterations of the first detailed-routing run is 6. The post-synthesis share of cell area spent on full adders, half adders and majority gates came out at 46.7%.

The number of clock buffers inserted by TritonCTS came out at 5. TritonRoute output was used to compute an average wire per cell of 28.7 µm. The worst hold path depth came out at 2. The number of synthesized register bits came out at 32. The achievable frequency is 92.8 MHz. Among all stages on the critical path, the largest delay is contributed by clkdlybuf4s50_1. The stage logs contain a warning count of 58.

The first global-routing pass estimated 150000 µm of wire. The number of global-route vias before repair came to 22594. The category of the most critical setup path is input pin to flop.

The clock transition time at the flip-flop clock pins of the worst setup and hold paths is 0.07 ns. The summed standard-cell area reported by yosys is 23400 µm². The max-slew violation count came out at 0. The total length of routed wires is 102000 µm.

Setup repair after global routing left no endpoint under its margin. The clock period minus worst slack is 10.78 ns. For reference, the top logic cell family by area is adder cells. The core box area came out at 45800 µm². The H-tree level count came out at 2. The number of nets with antenna violations after routing is 0. The most critical min-delay path falls under input pin to flop. The worst hold path begins at in1[4].

The arrival time of data at the critical path endpoint is 10.97 ns. According to the floorplan report, the die height is 218 µm. For hold timing, the worst endpoint is out0[8]$_DFF_P_. After synthesis, the share of flip-flops with an asynchronous set or reset is 0%. After synthesis, the design contains 2945 cells according to Yosys. As logged by OpenROAD, the buffers inserted on ports number 100.
## final cells by class
class | count | area (µm²) | area share, %
multi-input cells | 2270 | 20400 | 80.6
repair buffers | 188 | 1640 | 6.50
inverters | 454 | 1700 | 6.74
flip-flops and latches | 32 | 641 | 2.53
clock inverters | 2 | 35.0 | 0.139
clock buffers | 6 | 129 | 0.510
diodes | 1 | 2.50 | 0.00990
well taps | 600 | 751 | 2.97
## worst max-delay path by stage
stage | start | end | slack (ns)
finish | in1[11] | out0[29]$_DFF_P_ | 2.22
global route | in1[11] | out0[29]$_DFF_P_ | 1.76
CTS | in1[11] | out0[29]$_DFF_P_ | 2.30
## worst max-delay path: cells and delay by family
family / cells / cell delay [ns]
fa+ha+maj: 9 / 3.88
mux: 1 / 0.18
simple gates: 3 / 0.63
buf+inv: 8 / 1.89
compound gates: 6 / 1.80
## cells by family after synthesis
family / count (synthesis)
muxes: 77
buffers and inverters: 643
DFF: 32
AOI/OAI and AO/OA: 501
and+or+nand+nor: 929
xor gates and xnor gates: 135
adders and majority gates: 628
## stage by stage
stage | area (µm²) | std cells | worst slack, ns | utilization, %
floorplan | 23400 | 2945 | 2.85 | -
global placement | 25100 | 3544 | 2.12 | 54.8
detailed placement | 25100 | 3544 | 1.99 | 54.8
CTS | 25300 | 3552 | 2.30 | 55.2
global route | 25300 | 3552 | 1.76 | 55.2
finish | 25300 | 3553 | 2.22 | 55.2
## routing by layer
metal / global-route usage [%] / up-vias / part of all wire [%]
li1: - / 9526 / -
met1: 61.9 / 10677 / 37
met2: 63.1 / 1508 / 41
met3: 22.2 / 362 / 15
met4: 26.3 / 2 / 7.8
met5: 0.208 / - / 0.013
## layout by cell type, fill, tap and decap left out, types with 90 or more instances in the layout
| cell type | synthesis | layout |
|---|---|---|
| clkdlybuf4s50_1 | 0 | 95 |
| nand2_1 | 322 | 322 |
| fa_1 | 409 | 409 |
| xnor2_1 | 113 | 113 |
| inv_1 | 432 | 430 |
| nor2_1 | 454 | 454 |
| ha_1 | 219 | 219 |
| buf_4 | 0 | 90 |
| o21ai_0 | 90 | 90 |
| a21oi_1 | 124 | 124 |
